## flow/constraint.sdc

```tcl
current_design pulser

set clk_period 6.6
set clk_io_pct 0.2

create_clock -name clk0 -period $clk_period [get_ports {clk}]

set non_clock_inputs [all_inputs -no_clocks]
set_input_delay [expr $clk_period * $clk_io_pct] -clock clk0 $non_clock_inputs
set_output_delay [expr $clk_period * $clk_io_pct] -clock clk0 [all_outputs]
```

## flow/config.mk

```make
export PLATFORM = sky130hd
export DESIGN_NAME = pulser
export DESIGN_NICKNAME = pulser
export VERILOG_FILES = /design/flow/design.v
export SDC_FILE = /design/flow/constraint.sdc
export NUM_CORES = 4
export LEC_CHECK = 1
export CORE_UTILIZATION = 30
```

## flow/run.sh

```bash
#!/bin/bash
# OpenROAD 26Q1-2900-gdf79404cd8, Yosys 0.63+post, stock flow scripts
make -C /OpenROAD-flow-scripts/flow DESIGN_CONFIG=/design/flow/config.mk WORK_HOME=/design/flow/orfs finish
```

## flow/design.v

```verilog
`timescale 1ns / 1ps
module pulser(
    input clk,
    input rst_n,
    output pulsed
    );
    parameter START = 8'b1;
    parameter DWELL_TIME = 10'd10;
    reg [7:0] duty_cycle = START;
    wire flip_duty_cycle;
    reg direction;
    wire next_direction;
    reg [10:0] incrementer = 0;
    wire go_to_next_duty_cycle;
    wire rollover;
    pwm pwm(
        .clk(clk),
        .rst_n(rst_n),
        .duty_cycle(duty_cycle),
        .sig_out(pulsed),
        .rollover(rollover)
    );
    assign go_to_next_duty_cycle = incrementer == DWELL_TIME;
    always @(posedge(clk), negedge(rst_n)) begin
        if (!rst_n) begin
            incrementer <= 0;
        end else begin
            if (go_to_next_duty_cycle == 1)
                incrementer <= 10'b0;
            else
                incrementer <= incrementer + rollover;
        end
    end
    assign flip_direction = duty_cycle == 8'h0 || duty_cycle == 8'hff;
    assign next_direction = go_to_next_duty_cycle ? direction ^ flip_direction : direction;
    always @(posedge(clk), negedge(rst_n)) begin
        if (!rst_n) begin
            direction  <= 1;
            duty_cycle <= START;
        end else begin
            direction <= next_direction;
            if (go_to_next_duty_cycle == 1) begin
                duty_cycle <= duty_cycle + (next_direction == 1 ? 8'h1 : 8'hff);
            end else begin
                duty_cycle <= duty_cycle;
            end
        end
    end
endmodule
`timescale 1ns / 1ps
module pwm(
    input clk,
    input rst_n,
    input [7:0] duty_cycle,
    output sig_out,
    output rollover
    );
    reg [7:0] count = 0;
    assign sig_out = duty_cycle > count;
    assign rollover = count == 8'hff;
    always @ (posedge(clk)) begin
        if (~rst_n)
            count <= 0;
        else if (count==255)
            count <= 0;
        else
            count <= count + 1;
    end
endmodule
```

==> qor.log <==
[run_status] run status finished clean
[final_timing] accumulated negative setup slack 0 ps
[synthesis] number of different library cells in the post-synthesis netlist 38
[drt] final wirelength 2.75 mm
[die] top-level port count 3
[power_and_ir_drop] cell area power density 188 nW/um^2
[final_layout] dominant logic cell type in the layout sky130_fd_sc_hd__dfrtp_1
[job] max-capacitance violation count 0
[global_routing] via count of the first global-routing pass 1,063
[worst_setup_path] crit path DRT 5280 ps
[clock_tree] Insertion Delay late pin 270 ps
[global_routing] initial antenna violation count 0
[global_routing] GRT Overall Usage 11.4%
[synthesis] async set-reset flop share out of synthesis 71.4%
[drt] mean number of vias per cell 4.75
[final_timing] final-report max-slew violation count 0
[final_timing] relative slew slack 59.3%
[placed_design] minimum setup slack after placement 3270 ps
[synthesis] yosys warning tally 3
[placed_design] placed cell count 232
[clock_tree] buffer count from post-CTS setup fixing 0
[synthesis] chip area in the Yosys report 1580 sq um
[clock_tree] Clock Path Buffers 2
[clock_tree] clock root buffer sky130_fd_sc_hd__clkbuf_8
[worst_hold_path] sink of the worst hold path incrementer[10]
[clock_tree] Resized Gates After CTS 0
[final_layout] layout cell share with drive strength beyond 1 6.63%
[worst_hold_path] startpoint of the lowest-slack hold path incrementer[10]
[final_layout] area taken by flip-flops and latches 663 sq um
[final_timing] worst hold slack across all endpoints 482 ps
[final_layout] growth of design area from synthesis to finish 9.73%
[global_routing] global-route wire length before repair 4.80 mm
[final_layout] count of non-filler cells in the finished layout 236
[drt] number of antenna cells inserted 0
[drt] first drt pass iteration count 4
[clock_tree] clock tree from TritonCTS yes
[synthesis] Cells after Synth 164
[synthesis] post-synthesis instance area 1580 sq um
[synthesis] cells in synth_stat.txt 164
[placed_design] Post-Place Cell Area 1660 sq um
[power_and_ir_drop] maximum vdd ir drop 0.0690 mV
[worst_setup_path] CP Data Arrival Time 2330 ps
[drt] final antenna-violating net count 0
[final_timing] timing-limited maximum frequency 274 MHz
[global_routing] total overflow reported by the global router 0
[die] Core Box Area 5110 sq um
[final_timing] measured slew at the worst slew-check pin 609 ps
[worst_setup_path] worst reg2reg endpoint duty_cycle[6]
[placed_design] estimated wirelength of the detail-placed design 1.96 mm
[final_layout] highest-count cells in the layout ignoring fill and taps sky130_fd_sc_hd__dfrtp_1, sky130_fd_sc_hd__xnor2_1, sky130_fd_sc_hd__nand3_1, sky130_fd_sc_hd__ha_1, sky130_fd_sc_hd__nand2_1
[synthesis] average instance area after synthesis 9.64 sq um
[final_timing] post-layout worst setup margin 2950 ps
[clock_tree] H-tree levels 1
[worst_setup_path] maximum fanout encountered on the critical timing path 8
[worst_setup_path] Critical Path End Type output port
[final_timing] final critical-path share of the clock period 55.4%
[synthesis] Commonest flop sky130_fd_sc_hd__dfrtp_1
[die] count of standard-cell rows 26
[drt] Residual DRC 0
[final_layout] combined area of the multi-input logic cells 852 sq um
[synthesis] post-synth tally of flip-flops with integrated enable 0
[synthesis] Mux cell area share 1.42%
[final_timing] endpoints failing setup 0
[die] Core Density at Floorplan 31.0%
[worst_setup_path] beginning of the critical path duty_cycle[1]
[worst_setup_path] start of the worst register-to-register path incrementer[6]
[final_timing] unrepaired setup endpoints after global routing no
[clock_tree] TritonCTS buffer count 3
[clock_tree] Hold-fix buffers, CTS 0
[drt] post-detailed-route wirelength per cell 11.7 um
[final_layout] Design Area, Final 1740 sq um
[power_and_ir_drop] Leakage 0.765 nW
[placed_design] weighted congestion reported at the end of routability-driven placement 0.797
[worst_hold_path] worst hold path depth 1
[placed_design] tally of buffers added on design ports 2
[clock_tree] # clock sinks 28
[final_layout] fill count 520
[worst_setup_path] Worst Setup Start Kind register
[drt] Iter 0 DRT Violations 57
[synthesis] xor/xnor cell area share of the yosys netlist 12.7%
[drt] Via Count 1,121
[final_timing] clock period minus worst slack 3650 ps
[synthesis] post-synthesis share of cell area spent on and-or and or-and gates 7.99%
[die] overall die width 74.6 um
[synthesis] proportion of synthesized chip area in sequential cells 41.9%
[die] area of the chip 5570 sq um
[synthesis] AND/OR/NAND/NOR Cells, Area Fraction 22.2%
[worst_setup_path] depth of the worst register-to-register path 10
[die] y dimension of the die 74.6 um
[worst_setup_path] flop-to-flop setup slack 3420 ps
[synthesis] adder share 9.49%
[final_timing] count of endpoints failing hold in the final timing report 0
[final_timing] Worst Clk Skew 3.54 ps
[synthesis] dominant non-sequential cell family after synthesis simple AND/OR/NAND/NOR gates
[clock_tree] post-CTS clock slew at the launch and capture registers of the worst setup and hold paths 100 ps
[worst_hold_path] kind of path behind the tightest hold check reg2reg
[worst_setup_path] category of the critical setup timing path reg2out
[synthesis] flip-flop and latch count after synthesis 28
[global_routing] pin count of the biggest net entering global routing 25
[job] number of warnings the tools reported 25
## power breakdown
group | switching, W | total, W | internal (W)
combinational | 0.00000757 | 0.0000154 | 0.00000779
clock | 0.0000544 | 0.000136 | 0.0000812
sequential | 0.00000223 | 0.000175 | 0.000172
## metal layers
| metal | part of all wire [%] | up-vias | global-route usage [%] |
|---|---|---|---|
| met3 | 3.1 | 2 | 2.20 |
| met4 | 0.51 | 0 | 0.839 |
| met5 | 0 | - | 0 |
| li1 | - | 575 | - |
| met2 | 45 | 18 | 18.6 |
| met1 | 51 | 526 | 16.8 |
## flip-flops by register name, indices dropped and copies added (netlist names)
register	cells
direction	1
incrementer	11
duty_cycle	8
pwm.count	8
## how the worst max path moves through the flow
stage,endpoint,slack (ps),cells after the start
finish,pulsed,2950,8
CTS,pulsed,2940,8
global route,pulsed,2810,8
## kinds of logic after synthesis
group	after synthesis
simple gates	64
flops	28
xor+xnor	23
compound gates	21
buf+inv	14
fa+ha+maj	12
mux	2
## cell usage after synthesis, drive strengths merged (4+ instances only)
cell type   n  area [sq um]
a21oi       9          45.0
and2        4          25.0
and3        4          25.0
buf         4          28.8
dfrtp      18           450
dfxtp       8           160
ha         12           150
inv         9          33.8
nand2      10          37.5
nand3      14          70.1
nor2        8          30.0
nor3        6          30.0
xnor2      16           140
xor2        7          61.3
## critical path: stages (launching register included)
cell	delay (ps)
sky130_fd_sc_hd__dfrtp_1	500
sky130_fd_sc_hd__ha_1	350
sky130_fd_sc_hd__nor2b_1	140
sky130_fd_sc_hd__o21a_1	160
sky130_fd_sc_hd__o21a_1	170
sky130_fd_sc_hd__o21a_1	160
sky130_fd_sc_hd__o21bai_1	110
sky130_fd_sc_hd__a21oi_1	80
sky130_fd_sc_hd__clkdlybuf4s50_1	390
## per-stage QoR
| step | total power (W) | util (%) |
|---|---|---|
| final | 0.000325 | 34.0 |
| after global routing | 0.000338 | 34.0 |
| after CTS | 0.000330 | 34.0 |
| after detailed placement | 0.000193 | 32.6 |
| after global placement | 0.000193 | 32.6 |
| after floorplan | 0.000186 | - |
## area by class of cell
cell class | instances | area share, %
Clock buffer | 3 | 2.38
Clock inverter | 1 | 1.73
Inverter | 9 | 1.95
Multi-Input combinational cell | 122 | 49.1
Sequential cell | 28 | 38.2
Tap cell | 70 | 5.05
Timing Repair Buffer | 3 | 1.59
Power figures rest on the tool's default switching activity, not on a simulated workload.
